<file path="flow/run.sh">
#!/bin/bash
# OpenROAD 26Q1-2900-gdf79404cd8, Yosys 0.63+post, stock flow scripts
make -C /OpenROAD-flow-scripts/flow DESIGN_CONFIG=/design/flow/config.mk WORK_HOME=/design/flow/orfs finish
</file>
<file path="flow/constraint.sdc">
current_design EXMEM

set clk_period 1.0
set clk_io_pct 0.2

create_clock -name clk0 -period $clk_period [get_ports {clk_i}]

set non_clock_inputs [all_inputs -no_clocks]
set_input_delay [expr $clk_period * $clk_io_pct] -clock clk0 $non_clock_inputs
set_output_delay [expr $clk_period * $clk_io_pct] -clock clk0 [all_outputs]
</file>
<file path="flow/config.mk">
export PLATFORM = sky130hd
export DESIGN_NAME = EXMEM
export DESIGN_NICKNAME = EXMEM
export VERILOG_FILES = /design/flow/design.v
export SDC_FILE = /design/flow/constraint.sdc
export NUM_CORES = 4
export LEC_CHECK = 1
export CORE_UTILIZATION = 40
</file>
<file path="flow/design.v">
module EXMEM
(
    clk_i,
    start_i,
    RegWrite_i,
    MemtoReg_i,
    MemRead_i,
    MemWrite_i,
    ALUdata_i,
    MemWdata_i,
    RDaddr_i, 
    RegWrite_o,
    MemtoReg_o,
    MemRead_o,
    MemWrite_o,
    ALUdata_o,
	MemWdata_o,
    RDaddr_o
);
input           clk_i,
                start_i,
                RegWrite_i,
                MemtoReg_i,
                MemRead_i,
                MemWrite_i; 
input [31:0]    ALUdata_i,
                MemWdata_i;
input [4:0]     RDaddr_i;
output          RegWrite_o, 
                MemtoReg_o, 
                MemRead_o,
                MemWrite_o; 
output [31:0]   ALUdata_o,
                MemWdata_o; 
output [4:0]    RDaddr_o;
reg             RegWrite_o,
                MemtoReg_o, 
                MemRead_o, 
                MemWrite_o; 
reg [31:0]      ALUdata_o,
                MemWdata_o;
reg [4:0]       RDaddr_o;
always @ ( posedge clk_i or negedge start_i) begin
	if (~start_i) begin 
		RegWrite_o <= 0;
		MemtoReg_o <= 0;
		MemRead_o <= 0;
		MemWrite_o <= 0;
		ALUdata_o <= 0;
		RDaddr_o <= 0;
		MemWdata_o <= 0;
	end
	else begin    
		RegWrite_o <= RegWrite_i;
		MemtoReg_o <= MemtoReg_i;
		MemRead_o <= MemRead_i;
		MemWrite_o <= MemWrite_i;
		ALUdata_o <= ALUdata_i;
		RDaddr_o <= RDaddr_i;
		MemWdata_o <= MemWdata_i;
	end
end
endmodule
</file>
==> GITHUB_STEP_SUMMARY <==
### Metrics collected by this job

| Metric | Value |
|---|---|
| Flop area | around 1800 sq um |
| Share of synthesized area spent on multiplexers | 0% |
| Arrival time of the worst setup path | 850 ps |
| CTS tree | done |
| Sequential fraction of the synthesis area | 100.0% |
| Startpoint Class | flop |
| Number of max-capacitance violations reported | 0 |
| Remaining max-slew budget at the tightest pin | 75.41% |
| Total detailed-routing wirelength | 4781 um |
| Row count | 24 |
| Count of final hold-check violations | 73 |
| Final setup slack of the worst path | -50.32 ps |
| Run status | finished with violations |
| Period utilisation layout | 105.0% |
| Area reported by Yosys stat | 1827 sq um |
| Footprint of the multi-input gates | 0 sq um |
| Post-layout util | 73.17% |
| Die area | just under 5000 sq um |
| Number of DRC violations after detailed-routing iteration 0 | 35 |
| Dominant cell by count in the synthesized netlist | sky130_fd_sc_hd__dfrtp_1 |
| Worst Hold Slack | -125.6 ps |
| Clock tree sinks | around 73 |
| Worst setup slack after placement | -0.5281 ps |
| Combinational gate count | 0 |
| Power Density | 1805 nW/um^2 |
| Simple-gate portion of the synthesized area | 0% |
| Overall Power | ~5.8 mW |
| Area share of the largest cell type after synthesis | 100.0% |
| Final Critical Period | 1050 ps |
| Synth-to-layout area growth | 75.62% |
| Hold Crit Class | primary input to async pin |
| Commonest cells in the netlist | sky130_fd_sc_hd__dfrtp_1 (73) |
| Post-route DRC violation count | 0 |
| Routed vias/inst | 4.315 |
| Largest delay share family, worst path | flip-flops |
| Effective utilization at floorplan | between 40% and 50% |
| Total congestion overflow after global routing | 0 |
| Clock transition at the registers of the reported paths | 70 ps |
| Buffers on Ports | 147 |
| Kind of end point of the critical path | output pin |
| Height of the die | 69.58 um |
| Ports placed on the boundary | around 150 |
| Slew @ Worst Pin | 368.9 ps |
| Synthesized instance count | 73 |
| CTS H-Tree Depth | 3 |
| Fraction of registers with async set or reset after synthesis | 100.0% |
| Startpoint of the most critical setup path | MemWdata_o[20] |
| Die extent in x | 69.58 um |
| Number of antenna violations at the first check in global routing | 0 |
| Cells taking the most area after synthesis | sky130_fd_sc_hd__dfrtp_1 (100%) |
| CORE AREA | 4384 sq um |
| Maximum number of buffers from clock root to sink | 2 |
| Wire length of the first global-routing pass | 7445 um |
| DPL Wire Length | 3292 um |
| Total GRT Usage | approximately 23% |
| Final ANT Viol Nets | 0 |
| Adder-Cell Fraction of Synth Area | 0% |
| Number of synthesis warnings | 1 |
| Via count of the first global-routing pass | 1395 |
| Weighted congestion reported at the end of routability-driven placement | just over 0.7 |
| Commonest register cell after synthesis | sky130_fd_sc_hd__dfrtp_1 |
| Number of slew-limit violations in the final report | 0 |
| Maximum vdd ir drop | roughly 1.5 mV |
| Routed wirelength normalized by instance count | about 17 um |
| Number of fillers in the final layout | 298 |
| Placed Instance Area | 3378 sq um |
| Buffers inserted by post-CTS timing repair | 0 |
| Final count of negative-setup-slack endpoints | 22 |
| Synthesized area per cell | 25.02 sq um |
| Via Count | 1247 |
| Layout cell share with drive strength beyond 1 | a little under two fifths |
| XOR/XNOR Fraction of Synth Area | 0% |
| Cell type with the largest total area after synthesis | sky130_fd_sc_hd__dfrtp_1 |
| WP buf/inv | 1 |
| Yosys Instances | 73 |
| RSZ-0062 raised after global routing | true |
| Synth Cell Area | between 1500 and 2000 sq um |
| Maximum single-stage delay on the critical path | just under 400 ps |
| Final standard cell area without fillers | 3208 sq um |
| Critical Path Slowest Stage Cell | sky130_fd_sc_hd__dfrtp_1 |
| Clock root buffer master | sky130_fd_sc_hd__clkbuf_8 |
| Number of warning messages in the logs | 30 |
| Total CTS buffers | 9 |
| Pleak | ~1.5 nW |
| Total antenna diodes in the routed design | 0 |
| Maximum fanout count along the critical path | 1 |
| Largest net degree at the start of global routing | about 74 |
| Count of distinct cell types in the synthesized netlist | 1 |
| Series of cell instances along the critical path | buf_2 |
| Required time reported for the critical path endpoint | 800 ps |
| Setup CP Type | flop to output pin |
| Complex Gates by Area | 0% |
| Violations in the final reports | negative hold slack, negative setup slack |
| Flip-flops with a built-in enable | 0 |
| Length of the first detailed-routing pass in iterations | 2 |
| Registers, synthesis | 73 |
| Highest clock rate | 0.9521 GHz |
==> final timing paths <==
check,end,slack [ps],depth (start not counted)
hold / removal,ALUdata_o[22],-130,2
max in group asynchronous,MemWrite_o,820,2
min in group clk0,MemWdata_o[10],300,1
setup / recovery,MemWdata_o[20],-50,1
==> layout by cell type (no fill, tap or decap), drive strengths merged <==
| cell type | Yosys | routed |
|---|---|---|
| clkbuf | 0 | 10 |
| bufinv | 0 | 1 |
| buf | 0 | 75 |
| dfrtp | 73 | 73 |
| clkdlybuf4s50 | 0 | 73 |
| clkinv | 0 | 4 |
| clkinvlp | 0 | 1 |
==> layer usage <==
layer  share of wire [%]  up-vias  GRT usage, %
met1                  35      612         30.16
met2                  50       88         35.92
met4                 1.3        0         2.268
li1                    -      541             -
met5                   0        -             0
met3                  14        6         12.09
==> layout make-up <==
class | count | share of cell area, %
Tap cell | 52 | 2.028
Sequential cell | 73 | 56.94
Clock buffer | 10 | 4.290
Clock inverter | 6 | 1.794
Timing Repair Buffer | 148 | 34.95
==> sequential cells by signal (all words and copies together) (netlist names) <==
signal and cells:
ALUdata_o 32, MemRead_o 1, MemWdata_o 32, MemWrite_o 1
MemtoReg_o 1, RDaddr_o 5, RegWrite_o 1
==> power breakdown <==
group	switching, mW	internal, mW
sequential	0.0366	3.10
clock	0.982	1.20
combinational	0.121	0.349
==> timing repair <==
item,in CTS,in global routing
endpoints found under the setup margin,73,73
endpoints found under the hold margin,73,73
resized,226,0
==> per-stage QoR <==
step | TNS [ps] | instances
finish | -280.7 | 289
global route | -3016 | 289
CTS | -1469 | 289
detailed placement | -0.5281 | 273
global placement | 0 | 273
floorplan | 0 | 73
==> logic make-up (layout without fill, tap and decap cells) <==
family                 count (synthesis)  in the layout
DFF                                   73             73
buffers and inverters                  0            164
Power and IR drop assume default switching activity.
