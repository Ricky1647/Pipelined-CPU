File: ./design.v
module IDEX 
(
    clk_i, 
    start_i,
    RegWrite_i,
    MemtoReg_i, 
    MemRead_i,
    MemWrite_i,
    ALUOp_i,
    ALUSrc_i,
    Branch_i,
    RSdata_i, 
    RTdata_i,
    ImmGen_i,
    funct7_i,
	funct3_i,
    RSaddr_i,
    RTaddr_i,
    RDaddr_i,
    PC_i,
    PC_target_i,
    Flush_i,
    predict_i,
    RegWrite_o,
    MemtoReg_o, 
    MemRead_o,
    MemWrite_o,
    ALUOp_o,
    ALUSrc_o,
    RSdata_o,
    RTdata_o,
    ImmGen_o,
    funct7_o,
	funct3_o,
    RSaddr_o,
    RTaddr_o,
    RDaddr_o,
    PC_o,
    PC_target_o,
    Branch_o,
    predict_o
);
input clk_i, start_i;
input RegWrite_i,
      MemtoReg_i, 
      MemRead_i,
      MemWrite_i, 
      ALUSrc_i;
input [1:0] ALUOp_i;
input [31:0] RSdata_i,
             RTdata_i,
             ImmGen_i;
input [6:0] funct7_i;
input [2:0] funct3_i;
input [4:0] RSaddr_i,
            RTaddr_i,
            RDaddr_i;
output RegWrite_o,
       MemtoReg_o, 
       MemRead_o,
       MemWrite_o, 
       ALUSrc_o;
output [1:0] ALUOp_o;
output [31:0] RSdata_o,
             RTdata_o,
             ImmGen_o;
output [6:0] funct7_o;
output [2:0] funct3_o;
output [4:0] RSaddr_o,
            RTaddr_o,
            RDaddr_o;
reg         RegWrite_o,
            MemtoReg_o, 
            MemRead_o,
            MemWrite_o, 
            ALUSrc_o;
reg [1:0]   ALUOp_o;
reg [31:0]  RSdata_o,
            RTdata_o,
            ImmGen_o;
reg [6:0]   funct7_o;
reg [2:0]   funct3_o;
reg [4:0]   RSaddr_o,
            RTaddr_o,
            RDaddr_o;
input Branch_i;
input Flush_i;
input predict_i;
input [31:0] PC_i , PC_target_i;
output [31:0]PC_o,PC_target_o;
reg[31:0] PC_o , PC_target_o;
output Branch_o;
reg Branch_o;
output predict_o;
reg predict_o;
always @ ( posedge clk_i or negedge start_i) begin
    if (~start_i) begin
        RegWrite_o <= 0;
        MemtoReg_o <= 0;
        MemRead_o <= 0;
        MemWrite_o <= 0;
        ALUSrc_o <= 0;
        ALUOp_o <= 0;
        RSdata_o <= 0;
        RTdata_o <= 0;
        ImmGen_o <= 0;
        funct7_o <= 0;
		funct3_o <= 0;
        RSaddr_o <= 0;
        RTaddr_o <= 0;
        RDaddr_o <= 0;
        PC_o <=0;
        PC_target_o <= 0 ;
        Branch_o <= 0;
        predict_o <= 0;
    end
    else if (Flush_i)begin
        RegWrite_o <= 0;
        MemtoReg_o <= 0;
        MemRead_o <= 0;
        MemWrite_o <= 0;
        ALUSrc_o <= 0;
        ALUOp_o <= 0;
        RSdata_o <= 0;
        RTdata_o <= 0;
        ImmGen_o <= 0;
        funct7_o <= 0;
		funct3_o <= 0;
        RSaddr_o <= 0;
        RTaddr_o <= 0;
        RDaddr_o <= 0;
        PC_o <=0;
        PC_target_o <= 0 ;
        Branch_o <= 0;
        predict_o <= 0;
    end 
    else begin
        RegWrite_o <= RegWrite_i;
        MemtoReg_o <= MemtoReg_i;
        MemRead_o <= MemRead_i;
        MemWrite_o <= MemWrite_i;
        ALUSrc_o <= ALUSrc_i;
        ALUOp_o <= ALUOp_i;
        RSdata_o <= RSdata_i;
        RTdata_o <= RTdata_i;
        ImmGen_o <= ImmGen_i;
        funct7_o <= funct7_i;
		funct3_o <= funct3_i;
        RSaddr_o <= RSaddr_i;
        RTaddr_o <= RTaddr_i;
        RDaddr_o <= RDaddr_i;
        PC_o <= PC_i;
        PC_target_o <= PC_target_i ;
        Branch_o <= Branch_i;
        predict_o <= predict_i;
    end
end
endmodule
File: ./constraint.sdc
current_design IDEX

set clk_period 1.0
set clk_io_pct 0.2

create_clock -name clk0 -period $clk_period [get_ports {clk_i}]

set non_clock_inputs [all_inputs -no_clocks]
set_input_delay [expr $clk_period * $clk_io_pct] -clock clk0 $non_clock_inputs
set_output_delay [expr $clk_period * $clk_io_pct] -clock clk0 [all_outputs]
File: ./config.mk
export PLATFORM = sky130hd
export DESIGN_NAME = IDEX
export DESIGN_NICKNAME = IDEX
export VERILOG_FILES = /design/flow/design.v
export SDC_FILE = /design/flow/constraint.sdc
export NUM_CORES = 4
export LEC_CHECK = 1
export CORE_AREA = 10 10 201 201
export DIE_AREA = 0 0 211 211
File: ./run.sh
#!/bin/bash
# OpenROAD 26Q1-2900-gdf79404cd8, Yosys 0.63+post, stock flow scripts
make -C /OpenROAD-flow-scripts/flow DESIGN_CONFIG=/design/flow/config.mk WORK_HOME=/design/flow/orfs finish
==> flow_summary.yaml <==
# generated from flow reports
global_route:
  grt_pass1_vias: 4857
  grt_max_degree: 35
  grt_use_total_pct: 10.0
  overflow: 0
  grt_pass1_wl_um: 33100
  antenna_found_initial: 1
outcome:
  status: "complete, but fails checks"
  violations: "setup timing"
clock_network:
  cts_max_level: 4
  clkTransAtPathRegs_ns: 0.07
  cts_max_path_buffers: 2
  post_cts_buffers: 0
  clock-sinks: 194
  numCtsBuffers: 17
  cts_tree: "done"
  root_buffer: "clkbuf_16"
timing:
  worstMarginPinSlew_ns: 0.774
  finalMaxSlewViolations: 0
  max_freq_mhz: 866
  timing.final.ws_setup_ns: -0.155
  hold_viol: 0
  fin_setup_tns_ns: -31.16
  rsz0062_at_grt: "true"
  finalSetupViolCount: 335
  period_needed_ns: 1.15
  whs_ns: 0.147
  period_used_pct: 115
  slew-limit-headroom_pct: 48.3
routing:
  vias: 4487
  ant_nets: 0
  drc: 0
  drt_pass1_iterations: 4
  via_per_inst: 3.42
  drt-initial-drc-count: 112
  totalWireLength_um: 22900
  wl_per_cell_um: 17.5
place:
  dp.cells: 1273
  hpwl_um: 18300
  gp_congestion: 0.829
  port_buffers: 390
  dp_slack_ns: -0.0856
worst_hold_path:
  whs_path_depth: 3
  min_path_type: "input pin to flop"
finish:
  logic_area_um2: 1210
  drive_gt1_share_pct: 30.9
  final_util_pct: 29.8
  stdcell_count: 1311
  fillers: 3685
  flop_area_um2: 4850
  area_growth_pct: 72.5
pwr:
  power_density_nw_per_um2: 1580
  leakage_nw: 5.14
  peakVddDrop_uv: 1150
floorplan:
  core_area_um2: 35700
  fp-utilization_pct: 17.3
  rows: 69
  ios: 391
  die_area_um2: 44500
  die_y_um: 211
  die-width_um: 211
synth:
  synthCells: 409
  netlist_area_um2: 6170
  synth_flop_count: 194
  synth.avg_cell_area_um2: 15.1
  synth_stat.cells: 409
  yosysChipArea_um2: 6170
  synth.distinct_cells: 4
  yosysWarnings: 1
  ys_seq_share_pct: 78.7
run:
  drv_cap: 0
  openroad.warnings: 28
critical_path:
  cp_slowest_cell: "dfrtp_1"
  startpoint: "RTdata_o[24]$_DFF_PN0_"
  path_depth: 1
  cp_num_buf_inv: 1
  crit_fanout: 1
  crit_chain: "buf_2"
  required_ns: 0.80
  crit_end: "RTdata_o[24]"
  cp-end-kind: "output pin"
  start_kind: "flop"
  crit_arrival_ns: 0.95
  crit_family: "flip-flops"
  critical_path_class: "flop to output pin"
  critPathMaxStageDelay_ns: 0.39
flip-flops by register name (all words and copies together) (netlist names), 3 cells and up:
name,flops
ImmGen_o,32
PC_o,32
PC_target_o,32
RDaddr_o,5
RSaddr_o,5
RSdata_o,32
RTaddr_o,5
RTdata_o,32
funct3_o,3
funct7_o,7
kinds of logic after synthesis:
family | Yosys count | synth area share, %
flops | 194 | 78.7
simple gates | 194 | 19.7
buf+inv | 21 | 1.64
layer usage:
metal / up-vias / track usage, % / share of wire, %
li1: 2084 / - / -
met5: - / 0 / 0
met1: 2191 / 12.0 / 38
met3: 19 / 3.93 / 8.9
met4: 0 / 1.47 / 1.8
met2: 193 / 17.2 / 51
how the worst min path moves through the flow:
stage | start | endpoint | slack, ns
after CTS | start_i | RSdata_o[16]$_DFF_PN0_ | -0.35
after global routing | Flush_i | PC_target_o[15]$_DFF_PN0_ | 0.14
final | Flush_i | PC_target_o[15]$_DFF_PN0_ | 0.15
cell usage after synthesis:
| cell | number | share of area [%] |
|---|---|---|
| clkbuf_1 | 3 | 0.18 |
| dfrtp_1 | 194 | 79 |
| buf_2 | 18 | 1.5 |
| nor2b_1 | 194 | 20 |
stage by stage:
stage	power (W)	cell area, um2
2_1_floorplan	0.00875	6170
3_3_place_gp	0.0108	10900
3_5_place_dp	0.0108	10900
4_1_cts	0.0171	10500
5_1_grt	0.0176	10600
6_report	0.0168	10600
power by group:
part           internal (W)  total (W)  leakage [nW]  switching (W)
logic               0.00129    0.00193          2.38       0.000643
clock network       0.00348    0.00656         0.261        0.00308
registers           0.00823    0.00833          2.50      0.0000938
placed cells by master (no fill, tap or decap), drive strengths merged:
master,n
inv,4
buf,232
nor2b,194
clkinv,3
clkbuf,19
dlygate4sd3,5
diode,1
clkinvlp,3
clkdlybuf4s50,194
dfrtp,194
bufinv,1
cell type report:
type / count / share of cell area, %
Sequential cell: 194 / 45.6
Clock inverter: 11 / 1.00
Multi-Input combinational cell: 194 / 11.4
Antenna cell: 1 / 0.0235
Tap cell: 461 / 5.42
Timing Repair Buffer: 432 / 32.4
Clock buffer: 18 / 4.13
repair_timing:
item	CTS	global route
resized	664	0
setup endpoints to repair	194	194
hold buffers	1	3
hold endpoints to repair	107	27
Power figures rest on the tool's default switching activity, not on a simulated workload.
