### design/flow/constraint.sdc
current_design ALU

set clk_period 28.0
set clk_io_pct 0.2

create_clock -name clk0 -period $clk_period

set non_clock_inputs [all_inputs -no_clocks]
set_input_delay [expr $clk_period * $clk_io_pct] -clock clk0 $non_clock_inputs
set_output_delay [expr $clk_period * $clk_io_pct] -clock clk0 [all_outputs]
### design/flow/run.sh
#!/bin/bash
# OpenROAD 26Q1-2900-gdf79404cd8, Yosys 0.63+post, stock flow scripts
make -C /OpenROAD-flow-scripts/flow DESIGN_CONFIG=/design/flow/config.mk WORK_HOME=/design/flow/orfs finish
### design/flow/design.v
module ALU (
    data1_i,
    data2_i,
    ALUCtrl_i,
    data_o,
    Zero_o,
    imm2_i
);
    input signed [31:0] data1_i, data2_i;
    input [3:0]ALUCtrl_i;
    input [4:0]imm2_i;
    output signed [31:0]data_o;
    output Zero_o;
    assign Zero_o=(data1_i==data2_i)? 1:0;
    assign data_o = (ALUCtrl_i == 4'b0000)?(data1_i & data2_i):
    (ALUCtrl_i == 4'b0001)?(data1_i ^ data2_i):
    (ALUCtrl_i == 4'b0010)?(data1_i << data2_i):
    (ALUCtrl_i == 4'b0011)?(data1_i + data2_i):
    (ALUCtrl_i == 4'b0100)?(data1_i - data2_i):
    (ALUCtrl_i == 4'b0101)?(data1_i * data2_i): 
    (ALUCtrl_i == 4'b0110)?(data1_i + data2_i):  
    (ALUCtrl_i == 4'b0111)?(data1_i >>> data2_i[4:0]): 
    (ALUCtrl_i == 4'b1000)?(data1_i + data2_i):
    (data1_i - data2_i);  
endmodule
### design/flow/config.mk
export PLATFORM = sky130hd
export DESIGN_NAME = ALU
export DESIGN_NICKNAME = ALU
export VERILOG_FILES = /design/flow/design.v
export SDC_FILE = /design/flow/constraint.sdc
export NUM_CORES = 4
export LEC_CHECK = 1
export CORE_UTILIZATION = 50
==> report_table.html <==
<!-- implementation run metrics -->
<table>
<tr><th>Metric</th><th>Value</th></tr>
<tr><th colspan="2">Status</th></tr>
<tr><td>Status</td><td>finished, final reports clean</td></tr>
<tr><th colspan="2">Route</th></tr>
<tr><td>DRT Wirelength</td><td>105 mm</td></tr>
<tr><td>Routed vias</td><td>23600</td></tr>
<tr><td>Remaining DRCs</td><td>0</td></tr>
<tr><td>WL per Instance</td><td>27.6 um</td></tr>
<tr><td>Number of iterations in the first detailed-routing pass</td><td>22</td></tr>
<tr><td>Remaining number of nets flagged by the antenna check after routing</td><td>0</td></tr>
<tr><td>Via-to-Cell Ratio</td><td>6.19</td></tr>
<tr><td>Drt first-iter violations</td><td>1762</td></tr>
<tr><th colspan="2">Layout</th></tr>
<tr><td>Final-layout fill cell count</td><td>4591</td></tr>
<tr><td>Sequential cell area</td><td>0 um^2</td></tr>
<tr><td>Ratio of cells with drive above 1 in the final layout</td><td>5.81%</td></tr>
<tr><td>Final-layout clock buffer total</td><td>0</td></tr>
<tr><td>Number of flip-flops and latches</td><td>0</td></tr>
<tr><td>Most instantiated logic cells after routing</td><td>sky130_fd_sc_hd__inv_1 (462), sky130_fd_sc_hd__fa_1 (410), sky130_fd_sc_hd__and2_1 (308)</td></tr>
<tr><td>Leading cell type in the layout, fill and taps excluded</td><td>sky130_fd_sc_hd__inv_1</td></tr>
<tr><td>Fin util</td><td>53.8%</td></tr>
<tr><td>Area overhead of the layout relative to synthesis</td><td>6.32%</td></tr>
<tr><th colspan="2">Floorplanning</th></tr>
<tr><td>Number of ports placed on the die boundary</td><td>106</td></tr>
<tr><td>Starting density of the core</td><td>50.6%</td></tr>
<tr><td>Die W</td><td>227 um</td></tr>
<tr><td>Core Rows</td><td>82</td></tr>
<tr><td>Core outline area</td><td>50100 um^2</td></tr>
<tr><td>Die y size</td><td>227 um</td></tr>
<tr><td>Chip Footprint</td><td>51600 um^2</td></tr>
<tr><th colspan="2">Min path</th></tr>
<tr><td>Worst hold path endpoint</td><td>data_o[23]</td></tr>
<tr><td>Classification of the worst-slack hold path</td><td>primary input to primary output</td></tr>
<tr><td>Number of stages on the worst hold path</td><td>5</td></tr>
<tr><td>Start point of the worst min-delay path</td><td>ALUCtrl_i[0]</td></tr>
<tr><th colspan="2">Setup path</th></tr>
<tr><td>Cell type of the slowest stage on the worst timing path</td><td>sky130_fd_sc_hd__ha_1</td></tr>
<tr><td>CP Capture Type</td><td>primary output</td></tr>
<tr><td>Max FO, Critical Path</td><td>27</td></tr>
<tr><td>Worst Setup Path Type</td><td>primary input to primary output</td></tr>
<tr><td>Delay contributed by the slowest stage of the critical path</td><td>0.71 ns</td></tr>
<tr><td>Critical path data required time</td><td>22.40 ns</td></tr>
<tr><td>Kind of start point of the critical path</td><td>primary input</td></tr>
<tr><td>Crit path arrival time</td><td>14.48 ns</td></tr>
<tr><td>Delay-heaviest family, CP</td><td>adder cells</td></tr>
<tr><td>Buffer and inverter count on the worst path</td><td>6</td></tr>
<tr><td>Most frequent cell on the critical path</td><td>sky130_fd_sc_hd__fa_1</td></tr>
<tr><th colspan="2">Flow run</th></tr>
<tr><td>Number of OpenROAD warnings</td><td>68</td></tr>
<tr><td>Number of max-cap violations</td><td>0</td></tr>
<tr><th colspan="2">Global routing</th></tr>
<tr><td>Maximum number of pins on one net before global-route repair</td><td>53</td></tr>
<tr><td>Met2 global-route usage</td><td>63.1%</td></tr>
<tr><td>Vias in the first global route</td><td>23800</td></tr>
<tr><td>Total global routing track utilization</td><td>44.5%</td></tr>
<tr><td>Grt total ovfl</td><td>0</td></tr>
<tr><td>Global routing met1 resource utilization</td><td>58.8%</td></tr>
<tr><td>Layer with the highest usage</td><td>met2</td></tr>
<tr><td>Met3 Resource Use GR</td><td>24.0%</td></tr>
<tr><td>Initial antenna violation count</td><td>6</td></tr>
<tr><td>First-pass GRT wire length</td><td>156 mm</td></tr>
<tr><th colspan="2">Yosys</th></tr>
<tr><td>Post-synth area from yosys stat</td><td>25300 um^2</td></tr>
<tr><td>Seq share, synth</td><td>0%</td></tr>
<tr><td>Number of different library cells in the post-synthesis netlist</td><td>86</td></tr>
<tr><td>Mean area per synthesized cell</td><td>7.98 um^2</td></tr>
<tr><td>Post-Syn Instances</td><td>3175</td></tr>
<tr><td>Warnings from Yosys</td><td>0</td></tr>
<tr><td>Post-Synthesis Cell Area</td><td>25300 um^2</td></tr>
<tr><td>Cells in synth_stat.txt</td><td>3175</td></tr>
<tr><th colspan="2">Timing</th></tr>
<tr><td>Final Hold Slack</td><td>12.64 ns</td></tr>
<tr><td>Slew of the pin with the lowest slew margin</td><td>0.944 ns</td></tr>
<tr><td>Final Cycle Share</td><td>71.7%</td></tr>
<tr><td>Relative slew slack</td><td>36.4%</td></tr>
<tr><td>Slew Limit Fails</td><td>0</td></tr>
<tr><td>Peak Freq</td><td>49.8 MHz</td></tr>
<tr><td>Final critical-path setup slack</td><td>7.92 ns</td></tr>
<tr><td>Post-layout min period</td><td>20.08 ns</td></tr>
<tr><td>Final number of hold-violating endpoints</td><td>0</td></tr>
<tr><td>Setup violation total in the final timing report</td><td>0</td></tr>
<tr><td>Unrepaired setup endpoints after global routing</td><td>no</td></tr>
<tr><td>Setup total negative slack</td><td>0 ns</td></tr>
<tr><th colspan="2">Power and ir drop</th></tr>
<tr><td>Switching share of power</td><td>61.6%</td></tr>
<tr><td>Switching power</td><td>3.32 mW</td></tr>
<tr><td>Worst-case vdd ir drop</td><td>351 uV</td></tr>
<tr><td>Power density cells</td><td>200 nW/um^2</td></tr>
<tr><td>Cell internal power dissipation</td><td>2.07 mW</td></tr>
<tr><td>Leakage power summed over all cells</td><td>12.5 nW</td></tr>
<tr><th colspan="2">Placement</th></tr>
<tr><td>Number of I/O port buffers</td><td>101</td></tr>
<tr><td>Half-perimeter wire length after detailed placement</td><td>81.9 mm</td></tr>
<tr><td>Final estimated routing congestion in global placement</td><td>1.08</td></tr>
<tr><td>Place WS</td><td>7.98 ns</td></tr>
<tr><th colspan="2">Clocking</th></tr>
<tr><td>Hold-fix buffers at CTS</td><td>0</td></tr>
<tr><td>Cell resize tally after clock tree synthesis</td><td>0</td></tr>
<tr><td>Post-CTS Setup Bufs</td><td>0</td></tr>
</table>
[per-stage QoR]
| step | power (mW) | area, um^2 | instances |
|---|---|---|---|
| finish | 5.38 | 26900 | 3822 |
| global route | 5.93 | 26900 | 3821 |
| CTS | 5.31 | 26900 | 3821 |
| detailed placement | 5.29 | 26900 | 3821 |
| global placement | 5.19 | 26900 | 3821 |
| floorplan | 3.53 | 25300 | 3175 |
[layer usage]
| layer | part of all wire, % | wire length [um] | vias to the layer above |
|---|---|---|---|
| li1 | - | - | 10300 |
| met1 | 37 | 38800 | 11500 |
| met2 | 43 | 45100 | 1572 |
| met3 | 15 | 16300 | 273 |
| met4 | 4.7 | 4920 | 10 |
| met5 | 0.17 | 184 | - |
[power groups by stage]
| stage | logic [mW] | clock network, mW | registers, mW |
|---|---|---|---|
| 4_1_cts | 5.31 | 0 | 0 |
| 5_1_grt | 5.93 | 0 | 0 |
[cell usage after synthesis (27+ instances only)]
cell type / number / area, um^2
sky130_fd_sc_hd__a211oi_1: 42 / 315
sky130_fd_sc_hd__and2_1: 308 / 1930
sky130_fd_sc_hd__xnor2_1: 101 / 885
sky130_fd_sc_hd__a21oi_1: 168 / 841
sky130_fd_sc_hd__clkbuf_1: 167 / 627
sky130_fd_sc_hd__nor3_1: 42 / 210
sky130_fd_sc_hd__nor2_1: 259 / 972
sky130_fd_sc_hd__mux4_2: 44 / 991
sky130_fd_sc_hd__ha_1: 213 / 2670
sky130_fd_sc_hd__a21o_1: 29 / 218
sky130_fd_sc_hd__buf_2: 27 / 135
sky130_fd_sc_hd__nand3_1: 27 / 135
sky130_fd_sc_hd__inv_1: 462 / 1730
sky130_fd_sc_hd__fa_1: 410 / 8210
sky130_fd_sc_hd__o21ai_0: 124 / 621
sky130_fd_sc_hd__mux2i_1: 59 / 591
sky130_fd_sc_hd__nand2_1: 279 / 1050
[worst max-delay path by stage]
stage,to,startpoint,cells past startpoint,slack [ns]
final,data_o[31],data1_i[12],25,7.92
after global routing,data_o[31],data1_i[12],25,7.66
after CTS,data_o[31],data1_i[12],25,7.99
[tightest hold or removal path, stage by stage]
cell,delay [ns]
sky130_fd_sc_hd__clkdlybuf4s50_1,0.39
sky130_fd_sc_hd__buf_4,0.30
sky130_fd_sc_hd__nand2_1,0.13
sky130_fd_sc_hd__a32oi_1,0.15
sky130_fd_sc_hd__clkdlybuf4s50_1,0.44
[kinds of logic after synthesis]
| family | count (synthesis) | share of synthesized area [%] |
|---|---|---|
| adder cells (fa/ha/maj) | 623 | 42.9 |
| AND-OR/OR-AND | 595 | 15.3 |
| multiplexers | 112 | 6.70 |
| buffers and inverters | 689 | 10.6 |
| XOR/XNOR | 128 | 4.48 |
| AND/OR/NAND/NOR | 1028 | 19.9 |
[cell type report]
type,count,area [um^2],area share (%)
multi-input cells,2486,22600,84.1
inverters,470,1760,6.55
repair buffers,193,1680,6.24
well taps,672,841,3.12
diodes,1,2.50,0.00929
No activity file was given, so power comes from the tool's default toggle rates.
